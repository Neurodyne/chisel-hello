===== flow/run.sh =====
#!/bin/bash
# OpenROAD 26Q1-2900-gdf79404cd8, Yosys 0.63+post, stock flow scripts
make -C /OpenROAD-flow-scripts/flow DESIGN_CONFIG=/design/flow/config.mk WORK_HOME=/design/flow/orfs finish

===== flow/config.mk =====
export PLATFORM = sky130hd
export DESIGN_NAME = GCD
export DESIGN_NICKNAME = GCD
export VERILOG_FILES = /design/flow/design.v
export SDC_FILE = /design/flow/constraint.sdc
export NUM_CORES = 4
export LEC_CHECK = 1
export CORE_UTILIZATION = 30

===== flow/constraint.sdc =====
current_design GCD

set clk_period 6.8
set clk_io_pct 0.2

create_clock -name clk0 -period $clk_period [get_ports {clock}]

set non_clock_inputs [all_inputs -no_clocks]
set_input_delay [expr $clk_period * $clk_io_pct] -clock clk0 $non_clock_inputs
set_output_delay [expr $clk_period * $clk_io_pct] -clock clk0 [all_outputs]

===== flow/design.v =====
module GCD(
  input         clock,
  input         reset,
  input  [15:0] io_value1,
  input  [15:0] io_value2,
  input         io_loadingValues,
  output [15:0] io_outputGCD,
  output        io_outputValid
);
  reg [15:0] x;  
  reg [15:0] y;  
  wire  _T = x > y;  
  wire [15:0] _T_2 = x - y;  
  wire [15:0] _T_4 = y - x;  
  assign io_outputGCD = x;  
  assign io_outputValid = y == 16'h0;  
  always @(posedge clock) begin
    if (io_loadingValues) begin
      x <= io_value1;
    end else if (_T) begin
      x <= _T_2;
    end
    if (io_loadingValues) begin
      y <= io_value2;
    end else if (!(_T)) begin
      y <= _T_4;
    end
  end
endmodule

==> run_results.csv <==
group,metric,value,unit
yosys,top_cell_area_share,29.8,%
route,post-route-drc-count,0,
yosys,synth.distinct_cells,55,
floorplanning,core,10400,sq um
yosys,synth-edff-count,32,
clock_tree,cts_hold_buf,0,
yosys,synth_seq_share,29.8,%
route,diodes,0,
timing,worstMarginPinSlew,657,ps
setup_path,worstPathMaxFanout,58,
yosys,synth_flop_count,32,
run_status,status,"finished, final reports clean",
layout,syn_to_final_growth,19.4,%
clock_tree,cts_tree,"done",
grt,grt_max_degree,59,
yosys,flop_cell,"edfxtp_1",
floorplanning,die_w,106,um
setup_path,r2r_setup_slack,3880,ps
route,via_per_inst,5.04,
timing,setup_viol,0,
setup_path,reg2reg_depth,7,
clock_tree,htreeDepth,2,
placement,place_congestion,0.897,
layout,final_layout_size_suffix_gt1_share,9.78,%
yosys,area_leaders,"edfxtp_1 30%, ha_1 12%, a21oi_1 5.0%, nand2_1 4.9%, inv_1 4.1%",
run,maxCapViolCount,0,
yosys,syn-instance-count,368,
clock_tree,clockBufferDepth,2,
placement,place_hpwl,6550,um
floorplanning,die.size.y,106,um
floorplanning,die_area,11200,sq um
setup_path,end_kind,"flop",
run,warning_count,41,
timing,drv_slew,0,
placement,postPlaceCellArea,3770,sq um
route,drt-total-wl,8630,um
yosys,netlist_area,3230,sq um
yosys,ys_chip_area,3230,sq um
floorplanning,ioPinCount,52,
route,drt_iter0_drc,147,
grt,antenna_found_initial,0,
placement,io_buffers,50,
setup_path,timing.rr.end,"x[4]",
clock_tree,clk_latency,280,ps
grt,first_global_vias,2750,
clock_tree,cts_sinks,32,
timing,finalClockPeriodUsage,52.0,%
yosys,largest_area_cell,"edfxtp_1",
floorplanning,fp_util,31.1,%
yosys,synth_stat.cells,368,
timing,rsz0062_at_grt,"no",
timing,hold_viol,0,
yosys,synth_top_cell_by_count,"nand2_1",
setup_path,cp_data_required_time,6780,ps
grt,overflow,0,
grt,grt_pass1_wl,14000,um
route,vias,2745,
route,wl_per_cell,15.8,um
clock_tree,numCtsBuffers,5,
clock_tree,cts-root-buf,"clkbuf_8",
layout,stdcell_area,3850,sq um
grt,grt_usage,16.5,%
worst_hold_path,worstHoldPathType,"reg2reg",
worst_hold_path,hp-start,"x[0]",
timing,min_period,3530,ps
layout,fillers,1062,
clock_tree,cts_resized,0,
yosys,postSynth.asyncResetShare,0,%
setup_path,cp-start-kind,"input pin",
route,ant_nets,0,
floorplanning,num_rows,37,
timing,slew-limit-headroom,55.9,%
timing,fin_skew,9.59,ps
yosys,syn_avg_cell_area,8.77,sq um
yosys,yosys-top-cells-count,"42 x nand2_1, 35 x inv_1, 32 x a21oi_1, 32 x edfxtp_1, 31 x ha_1",
yosys,yosysWarnings,1,
worst_hold_path,min_path_cells,2,
clock_tree,postCtsSetupBuffers,0,
setup_path,critPathKind,"in2reg",
timing,max_freq,0.283,GHz
route,firstDrtPassIters,4,
clock_tree,clkTransAtPathRegs,70,ps
setup_path,r2r-start,"y[0]",
setup_path,arrival,3510,ps
worst_hold_path,min_to,"y[0]",
timing,tns,0,ps
-- kinds of logic (layout without fill, tap and decap cells) --
family / after synthesis / count (layout) / synth area share, %
AOI/OAI and AO/OA: 117 / 117 / 24.9
and+or+nand+nor: 116 / 116 / 19.4
buffers and inverters: 55 / 96 / 8.53
adders and majority gates: 33 / 33 / 13.3
DFF: 32 / 32 / 29.8
xor gates and xnor gates: 14 / 14 / 3.80
muxes: 1 / 1 / 0.310
-- critical path, stage by stage --
cell and delay, ps:
buf_2 80, buf_4 450, clkinv_1 700, nand2_1 590
buf_4 300
-- area by class of cell --
cell class              instances  area, sq um  area share, %
clock buffers                   6         72.6           1.88
clock inverters                 1         5.00          0.130
inverters                      36          135           3.51
multi-input cells             281         1990           51.7
flip-flops and latches         32          961           24.9
well taps                     136          170           4.42
repair buffers                 53          518           13.4
-- how the worst max path moves through the flow --
stage,from,end
after CTS,io_loadingValues,y[0]
after global routing,io_loadingValues,y[15]
final,io_loadingValues,y[15]
-- stage by stage --
step	setup slack [ps]	cells	utilization, %	hold WS [ps]
after floorplan	4100	368	-	713
after global routing	3150	545	37.2	855
after global placement	3020	538	36.4	802
after detailed placement	3000	538	36.4	815
final	3270	545	37.2	812
after CTS	3320	545	37.2	824
-- flip-flops by register name, summed over array words and instances (netlist names) --
| register | cells |
|---|---|
| x | 16 |
| y | 16 |
-- routing by layer --
layer	up-vias	wire length (um)	global-route usage, %
met4	0	78	2.18
li1	1404	-	-
met2	93	3880	25.7
met1	1241	3990	24.2
met5	-	0	0
met3	7	679	4.29
-- layout by cell type, fill, tap and decap left out, types with 3 or more instances in the layout --
| master | instances |
|---|---|
| clkdlybuf4s50_1 | 49 |
| nand2_1 | 42 |
| inv_1 | 35 |
| a21oi_1 | 32 |
| edfxtp_1 | 32 |
| ha_1 | 31 |
| nor2_1 | 23 |
| o21ai_0 | 22 |
| xor2_1 | 10 |
| o21ai_1 | 9 |
| nor3_1 | 8 |
| a211oi_1 | 8 |
| a21oi_2 | 7 |
| nand2b_1 | 6 |
| o221ai_1 | 6 |
| a21o_1 | 6 |
| clkbuf_8 | 5 |
| nand4_1 | 4 |
| o211ai_1 | 4 |
| and3_1 | 4 |
| a311oi_1 | 4 |
| xnor2_1 | 4 |
| nor4_1 | 4 |
| nand3_1 | 3 |
| nor3_2 | 3 |
| nor2b_1 | 3 |
| o21a_1 | 3 |
| or3_1 | 3 |
| buf_4 | 3 |
